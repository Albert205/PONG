==> flow/design.v <==
module Ball_Ctrl
#(parameter VIDEO_WIDTH = 3,
parameter HMAX = 800,
parameter VMAX = 525,
parameter HDISPLAY = 640,
parameter VDISPLAY = 480,
parameter WIDTH = 40,
parameter HEIGHT = 30,
parameter PIXEL_SIZE = 16,
parameter PADDLE_1_H_POS = 5,
parameter H_INIT = 7,  
parameter V_INIT = 15,  
parameter TOP_POS_MIN = 1,  
parameter BOT_POS_MAX = 30,  
parameter LEFT_BOUND = 1,  
parameter MOVE_SPEED = 1250000,
parameter PAUSE_TIME = 25000000  
)
(input i_Clk,
input [$clog2(HMAX)-1:0] i_H_count,
input [$clog2(VMAX)-1:0] i_V_count,
input [$clog2(WIDTH)-1:0] i_Paddle_Pos,
input i_Reset,
input i_Ready,
output o_Draw_Ball,
output o_Out,
output o_Start_Play);
    reg r_Wait_done_1;
    assign o_Start_Play = r_Wait_done_1;
    reg r_Wait_done_2;
    assign o_Out = r_Wait_done_2;
    reg [$clog2(MOVE_SPEED)-1:0] r_Clock_count_mvmt;
    reg [$clog2(PAUSE_TIME)-1:0] r_Clock_count_pause;
    reg [$clog2(WIDTH)-1:0] r_H_pos;
    reg [$clog2(HEIGHT)-1:0] r_V_pos;
    reg [1:0] r_Prev_Direction;
    reg r_Out = 1'b0;
    reg r_Draw_Ball = 1'b0;
    assign o_Draw_Ball = r_Draw_Ball;
    localparam RESET = 0;
    localparam START = 1;
    localparam MOVING = 2;
    localparam WAIT = 3;
    localparam OUT = 4;
    reg [2:0] ps = 3'b0, ns;
    always @(posedge i_Clk) begin
        if(i_Reset)
            ps <= RESET;
        else
            ps <= ns;
    end
    always @(*) begin
        case(ps)
            RESET: ns = i_Ready ? START : RESET;
            START: ns = r_Wait_done_1 ? MOVING : START;
            MOVING: ns = r_Out ? OUT : WAIT;
            WAIT: ns = r_Wait_done_1 ? MOVING : WAIT;
            OUT: ns = r_Wait_done_2 ? START : OUT;
        endcase
    end
    always @(posedge i_Clk) begin
        if(ps == RESET) begin
            r_H_pos <= H_INIT;
            r_V_pos <= V_INIT;
            r_Clock_count_pause <= 0;
            r_Wait_done_1 <= 1'b0;
            r_Wait_done_2 <= 1'b0;
        end else if(ps == START) begin           
            if(r_Clock_count_pause < PAUSE_TIME - 1) begin
                r_Clock_count_pause <= r_Clock_count_pause + 1;
            end else if (r_Clock_count_pause == PAUSE_TIME - 1) begin
                r_Clock_count_pause <= 0;
                r_Wait_done_1 <= 1'b1;
            end
            r_H_pos <= H_INIT;
            r_V_pos <= V_INIT;
            r_Wait_done_2 <= 1'b0;
            r_Prev_Direction <= 2'b01;
            r_Out <= 1'b0;
            r_Clock_count_mvmt <= 0;
        end else if(ps == MOVING) begin
            r_Wait_done_1 <= 1'b0;
            if(r_H_pos < 6) begin
                r_Out <= 1'b1;
            end
            else if(r_H_pos == 6 && r_V_pos > i_Paddle_Pos - 4 && r_V_pos < i_Paddle_Pos + 4) begin
                if(r_V_pos == 1) begin
                    r_Prev_Direction <= 2'b11;
                    r_H_pos <= r_H_pos + 1;
                    r_V_pos <= r_V_pos + 1;
                end else if (r_V_pos == 30) begin
                    r_Prev_Direction <= 2'b01;
                    r_H_pos <= r_H_pos + 1;
                    r_V_pos <= r_V_pos - 1;
                end else begin
                    if(r_Prev_Direction == 2'b00) begin
                        r_Prev_Direction <= 2'b01;
                        r_H_pos <= r_H_pos + 1;
                        r_V_pos <= r_V_pos - 1;
                    end else if(r_Prev_Direction == 2'b10) begin
                        r_Prev_Direction <= 2'b11;
                        r_H_pos <= r_H_pos + 1;                       
                        r_V_pos <= r_V_pos + 1;
                    end
                end
            end
            else if(r_H_pos == 6 && r_V_pos == i_Paddle_Pos - 4) begin
                if(r_V_pos == 1) begin
                    r_Prev_Direction <= 2'b11;
                    r_H_pos <= r_H_pos + 1;
                    r_V_pos <= r_V_pos + 1;
                end else begin
                    if(r_Prev_Direction == 2'b10) begin
                        r_Prev_Direction <= 2'b01;
                        r_H_pos <= r_H_pos + 1;
                        r_V_pos <= r_V_pos - 1;
                    end else if(r_Prev_Direction == 2'b00) begin
                        r_Prev_Direction <= 2'b00;
                        r_H_pos <= r_H_pos - 1;
                        r_V_pos <= r_V_pos - 1;
                    end
                end
            end
            else if(r_H_pos == 6 && r_V_pos == i_Paddle_Pos + 4) begin
                if(r_V_pos == 30) begin
                    r_Prev_Direction <= 2'b01;
                    r_H_pos <= r_H_pos + 1;
                    r_V_pos <= r_V_pos - 1;
                end else begin
                    if(r_Prev_Direction == 2'b00) begin
                        r_Prev_Direction <= 2'b11;
                        r_H_pos <= r_H_pos + 1;
                        r_V_pos <= r_V_pos + 1;
                    end else if(r_Prev_Direction == 2'b10) begin
                        r_Prev_Direction <= 2'b10;
                        r_H_pos <= r_H_pos - 1;
                        r_V_pos <= r_V_pos + 1;
                    end
                end
            end
            else if(r_H_pos == 40) begin
                if(r_V_pos == 1) begin
                    r_Prev_Direction <= 2'b10;
                    r_H_pos <= r_H_pos - 1;
                    r_V_pos <= r_V_pos + 1;
                end else if(r_V_pos == 30) begin
                    r_Prev_Direction <= 2'b00;
                    r_H_pos <= r_H_pos - 1;
                    r_V_pos <= r_V_pos - 1;
                end else begin
                    if(r_Prev_Direction == 2'b01) begin
                        r_Prev_Direction <= 2'b00;
                        r_H_pos <= r_H_pos - 1;
                        r_V_pos <= r_V_pos - 1;
                    end else if(r_Prev_Direction == 2'b11) begin
                        r_Prev_Direction <= 2'b10;
                        r_H_pos <= r_H_pos - 1;
                        r_V_pos <= r_V_pos + 1;
                    end
                end
            end
            else if(r_V_pos == 1) begin
                if(r_Prev_Direction == 2'b00) begin
                    r_Prev_Direction <= 2'b10;
                    r_H_pos <= r_H_pos - 1;
                    r_V_pos <= r_V_pos + 1;
                end else if(r_Prev_Direction == 2'b01) begin
                    r_Prev_Direction <= 2'b11;
                    r_H_pos <= r_H_pos + 1;
                    r_V_pos <= r_V_pos + 1;
                end
            end
            else if(r_V_pos == 30) begin
                if(r_Prev_Direction ==  2'b10) begin
                    r_Prev_Direction <= 2'b00;
                    r_H_pos <= r_H_pos - 1;
                    r_V_pos <= r_V_pos - 1;
                end else if(r_Prev_Direction == 2'b11) begin
                    r_Prev_Direction <= 2'b01;
                    r_H_pos <= r_H_pos + 1;
                    r_V_pos <= r_V_pos - 1;
                end
            end
            else begin
                case(r_Prev_Direction)
                    2'b00: begin
                        r_Prev_Direction <= 2'b00;
                        r_H_pos <= r_H_pos - 1;
                        r_V_pos <= r_V_pos - 1;
                    end
                    2'b01: begin
                        r_Prev_Direction <= 2'b01;
                        r_H_pos <= r_H_pos + 1;
                        r_V_pos <= r_V_pos - 1;
                    end
                    2'b10: begin
                        r_Prev_Direction <= 2'b10;
                        r_H_pos <= r_H_pos - 1;
                        r_V_pos <= r_V_pos + 1;
                    end
                    2'b11: begin
                        r_Prev_Direction <= 2'b11;
                        r_H_pos <= r_H_pos + 1;
                        r_V_pos <= r_V_pos + 1;
                    end
                endcase
            end
        end else if(ps == WAIT) begin
            if(r_Clock_count_mvmt < MOVE_SPEED - 1) begin
                r_Clock_count_mvmt <= r_Clock_count_mvmt + 1;
            end else if(r_Clock_count_mvmt == MOVE_SPEED -1) begin
                r_Clock_count_mvmt <= 0;
                r_Wait_done_1 <= 1'b1;
            end
        end else if(ps == OUT) begin
            if(r_Clock_count_pause < PAUSE_TIME - 1) begin
                r_Clock_count_pause <= r_Clock_count_pause + 1;
            end else if (r_Clock_count_pause == PAUSE_TIME - 1) begin
                r_Clock_count_pause <= 0;
                r_Wait_done_2 <= 1'b1;
            end
        end
    end
    always @(posedge i_Clk) begin
        if(ps == RESET) begin
            r_Draw_Ball <= 1'b0;
        end else if(ps == START || ps == MOVING || ps == WAIT || ps == OUT) begin            
             if(i_H_count < r_H_pos * PIXEL_SIZE && i_H_count > (r_H_pos -1) * PIXEL_SIZE && i_V_count < r_V_pos * PIXEL_SIZE && i_V_count > (r_V_pos - 1) * PIXEL_SIZE) begin
                r_Draw_Ball <= 1'b1;
            end else begin
                r_Draw_Ball <= 1'b0;
            end
        end
    end
endmodule
==> flow/run.sh <==
#!/bin/bash
# OpenROAD 26Q1-2900-gdf79404cd8, Yosys 0.63+post, stock flow scripts
make -C /OpenROAD-flow-scripts/flow DESIGN_CONFIG=/design/flow/config.mk WORK_HOME=/design/flow/orfs finish
==> flow/config.mk <==
export PLATFORM = sky130hd
export DESIGN_NAME = Ball_Ctrl
export DESIGN_NICKNAME = Ball_Ctrl
export VERILOG_FILES = /design/flow/design.v
export SDC_FILE = /design/flow/constraint.sdc
export NUM_CORES = 4
export LEC_CHECK = 1
export CORE_UTILIZATION = 40
==> flow/constraint.sdc <==
current_design Ball_Ctrl

set clk_period 4.7
set clk_io_pct 0.2

create_clock -name clk0 -period $clk_period [get_ports {i_Clk}]

set non_clock_inputs [all_inputs -no_clocks]
set_input_delay [expr $clk_period * $clk_io_pct] -clock clk0 $non_clock_inputs
set_output_delay [expr $clk_period * $clk_io_pct] -clock clk0 [all_outputs]
==> qor_table.md <==
| Stage | Parameter | Reported |
| --- | --- | --- |
| final timing | Clock period minus final worst setup slack | 4.19 ns |
| placed design | Final Wtd Congestion | 0.942 |
| final timing | Slew at the pin closest to its max-slew limit | 0.870 ns |
| drt | Via total after detailed routing | 5,076 |
| grt | Global-route total usage across every layer | 20.8% |
| grt | Vias in the first global route | 4,750 |
| power | Register share of total power | 45.2% |
| final timing | Count of unclocked register or latch pins | 3 |
| synth | Top logic cell family in the synthesized netlist | simple AND/OR/NAND/NOR gates |
| clocking | Buffer count from post-CTS setup fixing | 0 |
| clocking | CTS-repair resized insts | 0 |
| final timing | Worst-case clock skew | 0.00677 ns |
| final timing | Final count of pins violating max slew | 0 |
| critical path | Slowest cell on the critical path | sky130_fd_sc_hd__clkdlybuf4s50_1 |
| placed design | Port bufs | 31 |
| power | Proportion of total power due to net switching | 22.1% |
| power | Worst IR Drop VDD | 0.237 mV |
| grt | Largest net degree at the start of global routing | 24 |
| synth | Post-synth area from yosys stat | 5530 um^2 |
| power | P_int | 1.08 mW |
| critical path | Crit path launch type | input pin |
| synth | XOR Share, Synth | 9.18% |
| cells and area | Layout overhead on the synthesized area | 13.8% |
| drt | Antenna Violating Nets Remaining | 0 |
| drt | Average wire per cell in the routed design | 15.4 um |
| final timing | Worst setup margin | 0.510 ns |
| floorplan | DIE WIDTH | 120 um |
| floorplan | Die footprint | 14,300 um^2 |
| clocking | Clock root cell | sky130_fd_sc_hd__clkbuf_16 |
| floorplan | DIE HEIGHT | 120 um |
| synth | Post-Synth Adder-Cell Area | 9.50% |
| grt | Wire length of the first global-routing pass | 23.6 mm |
| synth | Async set or reset register ratio after synthesis | 0% |
| synth | Distinct lib cells used | 63 |
| synth | Instance count of the mapped netlist | 693 |
| synth | Post-synth top flop | sky130_fd_sc_hd__dfxtp_1 |
| power | Post-layout total power | 1.38 mW |
| grt | Antenna violations before repair | 0 |
| critical path | Critical setup path kind | input pin to register |
| drt | Total wire length | 13.8 mm |
| clocking | Post-CTS Hold Fix Bufs | 0 |
| synth | Cell total in the yosys stat output | 693 |
| power | Leakage | 2.37 nW |
| grt | GRT overflow | 0 |
| clocking | Clock tree from TritonCTS | done |
| placed design | Detailed placement HPWL | 10.1 mm |
| synth | Synth mux share | 2.10% |
| final timing | Final-report hold violation count | 0 |
| clocking | Total CTS buffers | 9 |
| power | Power density normalized to cell area | 219 nW/um^2 |
| outcome | Result of the run | completed |
| critical path | Cell-by-cell trace of the critical path | clkdlybuf4s50_1, inv_1, ha_1, xnor2_1, ha_1, nand2_1, or4_4, a21oi_4, nor4_1, a211oi_2, a2bb2oi_2, o21ai_0, a32o_1 |
| floorplan | Num rows | 42 |
| critical path | Most common cell on crit path | sky130_fd_sc_hd__ha_1 |
| final timing | Number of unconstrained endpoints | 3 |
| clocking | Latest clock arrival within the worst-skew pair | 0.33 ns |
| flow run | OpenROAD warning count | 35 |
| drt | Ant. Diodes | 0 |
| final timing | FMAX | 0.239 GHz |
| flow run | Number of max-cap violations | 0 |
| drt | Iteration count of the initial detailed-routing pass | 5 |
| placed design | Place WS | 0.166 ns |
| critical path | Endpoint arrival time on the critical path | 4.41 ns |
| clocking | Longest Clk Path Bufs | 2 |
| final timing | Portion of the clock cycle consumed by the worst path in the final layout | 89.1% |
| power | Net switching power | 0.306 mW |
| clocking | Clk slew on worst S/H paths | 0.05 ns |
| critical path | Largest fanout on the critical path | 8 |
| critical path | Endpoint class of the critical path | register |
| cells and area | Area of all placed cells without fillers | 6300 um^2 |
| final timing | Final setup fails | 0 |
| placed design | Placed Instance Area | 6000 um^2 |
| floorplan | Core Region | 13,300 um^2 |
| synth | Simple-gate portion of the synthesized area | 27.7% |
| final timing | Worst slew slack as a fraction of its limit | 41.9% |
| power | Logic pwr share | 7.0% |
| synth | Synthesized-area fraction occupied by ao, oa, aoi and oai cells | 17.7% |
| clocking | Level count of the clock H-tree | 3 |
| critical path | CP peak stage delay | 0.56 ns |
| worst hold path | Class of the most critical hold timing path | register to register |
| floorplan | Fraction of the core area occupied by cells at floorplan | 41.5% |
| drt | DR iter-0 viols | 291 |
| synth | Flip-flops with a built-in enable | 22 |
| drt | Vias per cell | 5.68 |
| drt | DRC violation count after routing | 0 |
| synth | Synthesis warning total | 1 |
| synth | Summed instance area of the synthesized netlist | 5530 um^2 |
| final timing | Setup total negative slack | 0 ns |
| synth | Number of flip-flops and latches in the synthesized netlist | 71 |
| floorplan | Top Ports | 32 |
| final timing | Unrepaired setup endpoints after global routing | false |
| power | Clock network fraction of design power | 47.8% |
| critical path | Critical path data required time | 4.92 ns |
| cells and area | Layout cell share with drive strength beyond 1 | 6.42% |
| synth | Post-Syn Area per Cell | 7.99 um^2 |
cells by family (layout without fill, tap and decap cells):
| group | Yosys count | in the layout |
|---|---|---|
| adders and majority gates | 42 | 42 |
| DFF | 68 | 68 |
| muxes | 11 | 11 |
| buffers and inverters | 62 | 86 |
| latches | 3 | 3 |
| and+or+nand+nor | 301 | 301 |
| AOI/OAI and AO/OA | 148 | 148 |
| xor gates and xnor gates | 58 | 58 |
cell usage in the layout, fill, tap and decap left out, types with 10 or more instances in the layout:
master and instances:
sky130_fd_sc_hd__clkdlybuf4s50_1 31, sky130_fd_sc_hd__xor2_1 26, sky130_fd_sc_hd__o21ai_0 33, sky130_fd_sc_hd__xnor2_1 32, sky130_fd_sc_hd__nor3_1 23, sky130_fd_sc_hd__nor2b_1 10
sky130_fd_sc_hd__nand4_1 23, sky130_fd_sc_hd__dfxtp_1 46, sky130_fd_sc_hd__nor2_1 90, sky130_fd_sc_hd__and3_1 18, sky130_fd_sc_hd__ha_1 42, sky130_fd_sc_hd__nand3_1 33
sky130_fd_sc_hd__edfxtp_1 22, sky130_fd_sc_hd__inv_1 31, sky130_fd_sc_hd__a21oi_1 40, sky130_fd_sc_hd__nand2_1 47
worst paths after layout:
check / start / end / slack (ns) / cells past startpoint
setup / recovery: i_Paddle_Pos[2] / r_H_pos[5]$_SDFFE_PP0P_ / 0.51 / 13
hold reg to reg: r_Draw_Ball$_SDFFE_PP0P_ / r_Draw_Ball$_SDFFE_PP0P_ / 0.46 / 2
hold / removal: r_Draw_Ball$_SDFFE_PP0P_ / r_Draw_Ball$_SDFFE_PP0P_ / 0.46 / 2
setup reg to reg: r_V_pos[0]$_SDFFE_PP1P_ / r_H_pos[3]$_SDFFE_PP0P_ / 1.08 / 11
power groups by stage:
stage         Sequential, mW  Clock, mW  Combinational [mW]
CTS                    0.624      0.679              0.0978
global route           0.626      0.698               0.111
finish                 0.624      0.660              0.0968
sequential cells by signal, summed over array words and instances, names as in the netlist, 3 cells and up:
| signal | cells |
|---|---|
| r_Clock_count_pause | 25 |
| r_Clock_count_mvmt | 21 |
| r_H_pos | 6 |
| r_V_pos | 5 |
| r_Prev_Direction | 4 |
| ns | 3 |
| ps | 3 |
layer usage:
layer | share of wire (%) | vias to the layer above | global-route usage, %
met3 | 6.9 | 20 | 4.42
li1 | - | 2552 | -
met4 | 1.8 | 0 | 3.75
met2 | 43 | 151 | 30.2
met1 | 48 | 2353 | 32.7
met5 | 0 | - | 0
worst max-delay path, delay by kind of cell:
kind	cells	cell delay [ns]
xor+xnor	1	0.13
compound gates	5	1.42
buf+inv	2	0.62
simple gates	3	0.77
fa+ha+maj	2	0.51
cells in the mapped netlist (3+ instances only):
cell | count | area, um^2
sky130_fd_sc_hd__nor2_1 | 90 | 338
sky130_fd_sc_hd__nand2_1 | 47 | 176
sky130_fd_sc_hd__dfxtp_1 | 46 | 921
sky130_fd_sc_hd__ha_1 | 42 | 526
sky130_fd_sc_hd__a21oi_1 | 40 | 200
sky130_fd_sc_hd__nand3_1 | 33 | 165
sky130_fd_sc_hd__o21ai_0 | 33 | 165
sky130_fd_sc_hd__xnor2_1 | 32 | 280
sky130_fd_sc_hd__inv_1 | 31 | 116
sky130_fd_sc_hd__clkbuf_1 | 26 | 97.6
sky130_fd_sc_hd__xor2_1 | 26 | 228
sky130_fd_sc_hd__nand4_1 | 23 | 144
sky130_fd_sc_hd__nor3_1 | 23 | 115
sky130_fd_sc_hd__edfxtp_1 | 22 | 661
sky130_fd_sc_hd__and3_1 | 18 | 113
sky130_fd_sc_hd__nor2b_1 | 10 | 62.6
sky130_fd_sc_hd__and2_1 | 9 | 56.3
sky130_fd_sc_hd__nor4_1 | 9 | 56.3
sky130_fd_sc_hd__o21a_1 | 9 | 67.6
sky130_fd_sc_hd__a31oi_1 | 7 | 43.8
sky130_fd_sc_hd__and4_1 | 7 | 61.3
sky130_fd_sc_hd__nand2b_1 | 7 | 43.8
sky130_fd_sc_hd__o211ai_1 | 7 | 52.6
sky130_fd_sc_hd__o31ai_1 | 7 | 52.6
sky130_fd_sc_hd__mux2i_1 | 6 | 60.1
sky130_fd_sc_hd__or2_2 | 6 | 37.5
sky130_fd_sc_hd__a211o_1 | 5 | 43.8
sky130_fd_sc_hd__a211oi_1 | 5 | 37.5
sky130_fd_sc_hd__mux2_2 | 5 | 56.3
sky130_fd_sc_hd__nand3b_1 | 5 | 37.5
sky130_fd_sc_hd__a21o_1 | 4 | 30.0
sky130_fd_sc_hd__a22oi_1 | 4 | 30.0
sky130_fd_sc_hd__or3_1 | 4 | 25.0
sky130_fd_sc_hd__buf_2 | 3 | 15.0
sky130_fd_sc_hd__dlxtn_1 | 3 | 45.0
sky130_fd_sc_hd__o311ai_0 | 3 | 26.3
sky130_fd_sc_hd__o32ai_1 | 3 | 26.3
metrics by stage:
stage | std cells | hold slack (ns) | utilization (%)
finish | 893 | 0.459 | 47.2
global route | 893 | 0.488 | 47.2
CTS | 893 | 0.462 | 47.2
detailed placement | 877 | 0.454 | 45.0
global placement | 877 | 0.448 | 45.0
floorplan | 693 | 0.417 | -
layout make-up:
class                      count  area [um^2]
fill                        1298         7050
multi-input combinational    560         3670
sequential                    71         1630
timing repair buffer          39          370
clock buffer                  10          229
tap                          176          220
inverter                      31          116
clock inverter                 6         65.1
Power and IR drop assume default switching activity.
